===== design/flow/constraint.sdc =====
current_design counter_pipeline

set clk_period 1.0
set clk_io_pct 0.2

create_clock -name clk0 -period $clk_period [get_ports {CLK}]

set non_clock_inputs [all_inputs -no_clocks]
set_input_delay [expr $clk_period * $clk_io_pct] -clock clk0 $non_clock_inputs
set_output_delay [expr $clk_period * $clk_io_pct] -clock clk0 [all_outputs]

===== design/flow/config.mk =====
export PLATFORM = sky130hd
export DESIGN_NAME = counter_pipeline
export DESIGN_NICKNAME = counter_pipeline
export VERILOG_FILES = /design/flow/design.v
export SDC_FILE = /design/flow/constraint.sdc
export NUM_CORES = 4
export LEC_CHECK = 1
export CORE_UTILIZATION = 30

===== design/flow/design.v =====
module counter_pipeline (
  input  CLK,
  input  [31:0]counter_in,
  output reg [31:0]counter19,
  output reg [31:0]counter41,
  output reg [31:0]counter48
);
reg [31:0] counter00;
reg [31:0] counter01;
reg [31:0] counter02;
reg [31:0] counter03;
reg [31:0] counter04;
reg [31:0] counter05;
reg [31:0] counter06;
reg [31:0] counter07;
reg [31:0] counter08;
reg [31:0] counter09;
reg [31:0] counter10;
reg [31:0] counter11;
reg [31:0] counter12;
reg [31:0] counter13;
reg [31:0] counter14;
reg [31:0] counter15;
reg [31:0] counter16;
reg [31:0] counter17;
reg [31:0] counter18;
reg [31:0] counter20;
reg [31:0] counter21;
reg [31:0] counter22;
reg [31:0] counter23;
reg [31:0] counter24;
reg [31:0] counter25;
reg [31:0] counter26;
reg [31:0] counter27;
reg [31:0] counter28;
reg [31:0] counter29;
reg [31:0] counter30;
reg [31:0] counter31;
reg [31:0] counter32;
reg [31:0] counter33;
reg [31:0] counter34;
reg [31:0] counter35;
reg [31:0] counter36;
reg [31:0] counter37;
reg [31:0] counter38;
reg [31:0] counter39;
reg [31:0] counter40;
reg [31:0] counter42;
reg [31:0] counter43;
reg [31:0] counter44;
reg [31:0] counter45;
reg [31:0] counter46;
reg [31:0] counter47;
reg [31:0] counter49;
reg [31:0] counter50;
reg [31:0] counter51;
reg [31:0] counter52;
reg [31:0] counter53;
reg [31:0] counter54;
reg [31:0] counter55;
reg [31:0] counter56;
reg [31:0] counter57;
reg [31:0] counter58;
reg [31:0] counter59;
reg [31:0] counter60;
reg [31:0] counter61;
reg [31:0] counter62;
reg [31:0] counter63;
always @(posedge CLK)
begin
  counter00[ 7: 0] = counter_in[31:24];
  counter00[15: 8] = counter_in[23:16];
  counter00[23:16] = counter_in[15: 8];
  counter00[31:24] = counter_in[ 7: 0];
end
always @(posedge CLK)
begin
  counter01 <= counter00;
end
always @(posedge CLK)
begin
  counter02 <= counter01;
end
always @(posedge CLK)
begin
  counter03 <= counter02;
end
always @(posedge CLK)
begin
  counter04 <= counter03;
end
always @(posedge CLK)
begin
  counter05 <= counter04;
end
always @(posedge CLK)
begin
  counter06 <= counter05;
end
always @(posedge CLK)
begin
  counter07 <= counter06;
end
always @(posedge CLK)
begin
  counter08 <= counter07;
end
always @(posedge CLK)
begin
  counter09 <= counter08;
end
always @(posedge CLK)
begin
  counter10 <= counter09;
end
always @(posedge CLK)
begin
  counter11 <= counter10;
end
always @(posedge CLK)
begin
  counter12 <= counter11;
end
always @(posedge CLK)
begin
  counter13 <= counter12;
end
always @(posedge CLK)
begin
  counter14 <= counter13;
end
always @(posedge CLK)
begin
  counter15 <= counter14;
end
always @(posedge CLK)
begin
  counter16 <= counter15;
end
always @(posedge CLK)
begin
  counter17 <= counter16;
end
always @(posedge CLK)
begin
  counter18 <= counter17;
end
always @(posedge CLK)
begin
  counter19 <= counter18;
end
always @(posedge CLK)
begin
  counter20 <= counter19;
end
always @(posedge CLK)
begin
  counter21 <= counter20;
end
always @(posedge CLK)
begin
  counter22 <= counter21;
end
always @(posedge CLK)
begin
  counter23 <= counter22;
end
always @(posedge CLK)
begin
  counter24 <= counter23;
end
always @(posedge CLK)
begin
  counter25 <= counter24;
end
always @(posedge CLK)
begin
  counter26 <= counter25;
end
always @(posedge CLK)
begin
  counter27 <= counter26;
end
always @(posedge CLK)
begin
  counter28 <= counter27;
end
always @(posedge CLK)
begin
  counter29 <= counter28;
end
always @(posedge CLK)
begin
  counter30 <= counter29;
end
always @(posedge CLK)
begin
  counter31 <= counter30;
end
always @(posedge CLK)
begin
  counter32 <= counter31;
end
always @(posedge CLK)
begin
  counter33 <= counter32;
end
always @(posedge CLK)
begin
  counter34 <= counter33;
end
always @(posedge CLK)
begin
  counter35 <= counter34;
end
always @(posedge CLK)
begin
  counter36 <= counter35;
end
always @(posedge CLK)
begin
  counter37 <= counter36;
end
always @(posedge CLK)
begin
  counter38 <= counter37;
end
always @(posedge CLK)
begin
  counter39 <= counter38;
end
always @(posedge CLK)
begin
  counter40 <= counter39;
end
always @(posedge CLK)
begin
  counter41 <= counter40;
end
always @(posedge CLK)
begin
  counter42 <= counter41;
end
always @(posedge CLK)
begin
  counter43 <= counter42;
end
always @(posedge CLK)
begin
  counter44 <= counter43;
end
always @(posedge CLK)
begin
  counter45 <= counter44;
end
always @(posedge CLK)
begin
  counter46 <= counter45;
end
always @(posedge CLK)
begin
  counter47 <= counter46;
end
always @(posedge CLK)
begin
  counter48 <= counter47;
end
always @(posedge CLK)
begin
  counter49 <= counter48;
end
always @(posedge CLK)
begin
  counter50 <= counter49;
end
always @(posedge CLK)
begin
  counter51 <= counter50;
end
always @(posedge CLK)
begin
  counter52 <= counter51;
end
always @(posedge CLK)
begin
  counter53 <= counter52;
end
always @(posedge CLK)
begin
  counter54 <= counter53;
end
always @(posedge CLK)
begin
  counter55 <= counter54;
end
always @(posedge CLK)
begin
  counter56 <= counter55;
end
always @(posedge CLK)
begin
  counter57 <= counter56;
end
always @(posedge CLK)
begin
  counter58 <= counter57;
end
always @(posedge CLK)
begin
  counter59 <= counter58;
end
always @(posedge CLK)
begin
  counter60 <= counter59;
end
always @(posedge CLK)
begin
  counter61 <= counter60;
end
always @(posedge CLK)
begin
  counter62 <= counter61;
end
always @(posedge CLK)
begin
  counter63 <= counter62;
end
endmodule

===== design/flow/run.sh =====
#!/bin/bash
# OpenROAD 26Q1-2900-gdf79404cd8, Yosys 0.63+post, stock flow scripts
make -C /OpenROAD-flow-scripts/flow DESIGN_CONFIG=/design/flow/config.mk WORK_HOME=/design/flow/orfs finish

==> flow_metrics.py <==
# Auto-generated metrics
metrics = {
    "outcome": {
        "status": "finished, violations left",
        "violations": "negative setup slack",
    },
    "worst_setup_path": {
        "cp-endpoint": "counter19[17]",
        "cp-startpoint": "counter19[17]",
        "startpoint_type": "flip-flop",
        "path_delay_family": "flip-flops",
        "cp.depth": 1,
        "crit_path_top_delay_cell": "dfxtp_2",
        "worstPathArrival_ps": 1190,
        "worstPathRequired_ps": 800,
        "end_kind": "output pin",
        "worstPathBufferInverterCount": 1,
        "path_cells": "buf_2",
        "worstPathMaxFanout": 2,
        "path_class": "flip-flop to output pin",
        "r2r-start": "counter41[24]",
        "max_stage_delay_ps": 350,
        "r2r-end": "counter42[24]",
        "rr_worst_depth": 1,
        "reg2reg_setup_slack_ps": 440,
    },
    "pwr": {
        "p_sw_mw": 23.6,
        "swShare": 0.191,
        "powerDensity_nw_per_um2": 3120,
        "peakVddDrop_mv": 1.81,
        "power_frac_seq": 0.540,
        "internal-power_mw": 99.8,
        "power_leakage_nw": 16.4,
        "p_clk_frac": 0.457,
        "combPwrFrac": 0.003,
    },
    "grt": {
        "gr-usage-met1": 0.0906,
        "grt_pass1_vias": 10800,
        "grt_usage": 0.0608,
        "gr-usage-met2": 0.0763,
        "antenna_found_initial": 0,
        "busiest_layer": "met1",
        "grt_max_degree": 17,
        "overflow": 0,
        "grt_pass1_wl_mm": 51.9,
        "use_met3": 0.0247,
    },
    "floorplan": {
        "core_area_um2": 104000,
        "die_h_um": 325,
        "dieArea_um2": 106000,
        "boundaryPins": 129,
        "placementRows": 118,
        "dieWidth_um": 325,
        "initial_core_util": 0.303,
    },
    "synth": {
        "yosys_warnings": 1,
        "synth_cell_type_count": 1,
        "top_cells_by_area": "dfxtp_1",
        "yosys_area_um2": 31400,
        "synth_flops": 1568,
        "synthCells": 1568,
        "netlist.area_leader.share": 1.00,
        "ys_cells": 1568,
        "top_area_cell": "dfxtp_1",
        "synth_area_um2": 31400,
        "syn_area_per_cell_um2": 20.0,
        "yosysSeqAreaShare": 1.00,
    },
    "placed_design": {
        "dpl_cell_area_um2": 34400,
        "gp_congestion": 0.710,
        "hpwlAfterDp_mm": 12.2,
        "io_buffers": 128,
    },
    "timing": {
        "setup_violations": 96,
        "max_freq_mhz": 722,
        "slew_viol_final": 0,
        "relSlewSlack": 0.831,
        "clock_skew_ps": 18.4,
        "min_period_ps": 1390,
        "tns_ps": -31860,
        "rsz0062_at_grt": "yes",
        "finalCritPeriodShare": 1.39,
        "timing.hold.ws_ps": 313,
        "fin_ws_ps": -386,
        "tightest_slew_ps": 254,
        "hold_violations": 0,
    },
    "cells_and_area": {
        "stdcell_area_um2": 39600,
        "area_delta_synth_final_pct": 26.1,
        "seqCellArea_um2": 31500,
        "nMultiInputCombCells": 0,
        "fillerInstances": 9323,
        "post-route-util": 0.382,
        "mi_logic_area_um2": 0,
        "drive_above_1_share": 0.212,
    },
    "clock_tree": {
        "htreeDepth": 4,
        "clk_pin_slew_worst_paths_ps": 60,
        "cts_root_buf": "clkbuf_16",
        "cts_tree": "done",
        "clkSinkCount": 1568,
        "cts_buffers": 149,
        "clkLatencyLatePin_ps": 730,
        "clock_path_buffers": 3,
    },
    "route": {
        "drt_wl_total_mm": 30.5,
        "vias": 10600,
        "first_iter_violations": 356,
        "vias_per_cell": 3.12,
        "routedWlPerCell_um": 8.99,
        "route.detailed.drc": 0,
        "firstDrtPassIters": 4,
        "n_antenna_cell": 0,
        "antenna_left": 0,
    },
    "min_path": {
        "whs_path_depth": 0,
        "hold_path.class": "flip-flop to flip-flop",
    },
    "flow_run": {
        "tool_warnings": 28,
        "maxCapViolations": 0,
    },
}
## cell families after synthesis
logic type,share of synthesized area
flip-flops,1.00
## cell type report
| type | count | share of cell area |
|---|---|---|
| well taps | 1380 | 0.0436 |
| flip-flops and latches | 1568 | 0.796 |
| repair buffers | 171 | 0.0304 |
| clock buffers | 214 | 0.111 |
| clock inverters | 57 | 0.0194 |
## power by group through the flow
stage                 Sequential [mW]  Combinational [mW]  Clock [mW]
after global routing             66.9               0.448        61.4
after CTS                        66.7               0.409        58.5
final                            66.6               0.412        56.3
## Yosys cell counts
library cell,n
dfxtp_1,1568
## layout by cell type (no fill, tap or decap)
master and count:
dfxtp_1 1490, clkbuf_16 154, buf_2 96, dfxtp_2 78, dlygate4sd3_1 32, clkdlybuf4s50_1 32
clkbuf_8 31, clkbuf_1 29, clkinv_2 20, buf_4 11, bufinv_16 10, inv_6 7
clkinvlp_4 5, clkinv_16 4, inv_8 3, clkinv_8 3, clkinv_4 3, inv_16 2
## per-layer routing
metal	part of all wire	vias to the layer above
li1	-	5538
met1	0.50	4612
met2	0.37	274
met3	0.077	141
met4	0.059	0
met5	0	-
## how the worst min path moves through the flow
stage / from / to / slack, ps
4_1_cts: counter08[0] / counter09[0] / 310
5_1_grt: counter05[25] / counter06[25] / 320
6_report: counter10[1] / counter11[1] / 310
## per-stage QoR
| step | cells | setup WS (ps) | total power [mW] |
|---|---|---|---|
| after CTS | 3388 | -475 | 126 |
| after floorplan | 1568 | 525 | 67.6 |
| final | 3390 | -386 | 123 |
| after detailed placement | 3076 | -22.0 | 68.4 |
| after global placement | 3076 | -0.882 | 68.4 |
| after global routing | 3390 | -471 | 129 |
## what timing repair did
item,4_1_cts,5_1_grt
endpoints found under the hold margin,32,0
setup buffers,9,2
setup endpoints to repair,96,96
hold buffers,32,0
gates resized,369,0
Power is estimated from default activity; no workload was simulated.
